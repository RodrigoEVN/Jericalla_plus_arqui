<file path="run.sh">
#!/bin/bash
# OpenROAD 26Q1-2900-gdf79404cd8, Yosys 0.63+post, stock flow scripts
make -C /OpenROAD-flow-scripts/flow DESIGN_CONFIG=/design/flow/config.mk WORK_HOME=/design/flow/orfs finish
</file>
<file path="constraint.sdc">
current_design BR

set clk_period 9.8
set clk_io_pct 0.2

create_clock -name clk0 -period $clk_period

set non_clock_inputs [all_inputs -no_clocks]
set_input_delay [expr $clk_period * $clk_io_pct] -clock clk0 $non_clock_inputs
set_output_delay [expr $clk_period * $clk_io_pct] -clock clk0 [all_outputs]
</file>
<file path="config.mk">
export PLATFORM = sky130hd
export DESIGN_NAME = BR
export DESIGN_NICKNAME = BR
export VERILOG_FILES = /design/flow/design.v
export SDC_FILE = /design/flow/constraint.sdc
export NUM_CORES = 4
export LEC_CHECK = 1
export CORE_UTILIZATION = 50
</file>
<file path="design.v">
module BR(
	input  wire[4:0]direccion_lect_1,
	input  wire[4:0]direccion_lect_2,
	input  wire[4:0]direccion_escritura,
	input  wire Wen,
	input  wire[31:0] datoEscritura,
	output reg [31:0] datoLect_1,
	output reg [31:0] datoLect_2
);
reg [31:0]BR_in[0:31];
always@(*)
	begin
	datoLect_1 = BR_in[direccion_lect_1];
	datoLect_2 = BR_in[direccion_lect_2];
	if(Wen) 
	begin
		BR_in[direccion_escritura] = datoEscritura;
	end
end
endmodule
</file>
==> reports/metrics.yaml <==
p_int_mw: 0.565
die_x_um: 246
coreArea_mm2: 0.0589
untimed_endpoints: 1024
dp_hpwl_mm: 118
crit_fanout: 40
synth.distinct_cells: 77
critPathTopFamily: "buffers and inverters"
ys.flop_type: "dlxtn_1"
ir_worst_vdd_uv: 37.2
edf_count: 0
powerDensity_mw_per_mm2: 38.0
worst_pin_slew_ns: 1.37
final-comb-area_mm2: 0.0133
slew-limit-headroom_pct: 8.58
min_from: "direccion_lect_2[0]"
cp_common_cell: "buf_4"
final.min_clock_period_ns: 8.16
hold_viol_final: 0
drive_above_1_share_pct: 10.3
gp_congestion: 1.16
gr-total-overflow: 0
unclocked_pins: 1024
max_freq_ghz: 0.123
final_util_pct: 54.8
ctsResizeCount: 0
rsz0062_at_grt: "false"
holdPathStages: 4
port_buffers: 112
syn2layout_area_growth_pct: 8.57
cpPeakStageDelay_ns: 0.74
lay_top_cells: "dlxtn_1, a22oi_1, buf_4"
ys_chip_area_mm2: 0.0297
viasPerCell: 8.69
core_util_floorplan_pct: 50.5
dpl_cell_area_mm2: 0.0321
drc: 0
routedWlPerCell_um: 49.7
post_cts_buffers: 0
drtIter0Drc: 6089
vias: 35400
crit_arrival_ns: 6.20
period_used_pct: 83.2
ys_ff: 1024
synthCells: 3178
grt_max_degree: 47
swShare_pct: 54.0
finalSetupViolCount: 0
grt_pass1_wl_mm: 270
rows: 89
postRouteAntennaNets: 0
fin_area_mm2: 0.0323
cts_hold_buf: 0
nFillCells: 5142
power_leakage_nw: 13.7
largest_reg_flops: 1024
maxCapViolCount: 0
path_buffers: 4
chipArea_mm2: 0.0605
drv_slew: 0
grt_pass1_vias: 33000
flop_area_mm2: 0.0154
crit_path_start_kind: "input pin"
tns_ns: 0
holdPathEnd: "datoLect_2[7]"
tool_warnings: 33
ys_cells: 3178
cp.required_ns: 7.84
routed_wl_mm: 203
critPathCaptureType: "output pin"
netSwitchingPower_mw: 0.663
avgSynthCellArea_um2: 9.36
ys_warn_count: 2
async_flop_share_pct: 0
holdWs_ns: 4.92
status: "finished, final reports clean"
first_pass_iters: 11
track_usage_pct: 69.3
stdcell_count: 4071
chipHeight_um: 246
critPathKind: "input pin to output pin"
critPathSlowestCell: "or2b_1"
worstPathCellList: "buf_4 -> buf_4 -> or2b_1 -> nor2_4 -> buf_4 -> a22o_1 -> nor4_1 -> nand4_1 -> o22a_1 -> clkdlybuf4s50_1"
io_pins: 112
synth_area_mm2: 0.0297
lay_top_count: "dlxtn_1"
min_path_type: "input pin to output pin"
dp.cells: 4014
antenna_found_initial: 36
==> cells by family after synthesis <==
logic type / count (synthesis) / synth area share [%]
AND/OR/NAND/NOR: 735 / 13.0
multiplexers: 104 / 3.66
AND-OR/OR-AND: 1080 / 27.3
latches: 1024 / 51.8
buffers and inverters: 235 / 4.39
==> synth_stat cells (12+ instances only) <==
master     instances  area (um2)
a2111oi_0         19         166
a211oi_1          12        90.1
a21oi_1           81         405
a221oi_1          36         315
a222oi_1          25         250
a22o_1            56         490
a22oi_1          683        5130
a31oi_1           28         175
a32oi_1           12         105
and4_1            15         131
buf_2            137         686
buf_4             43         323
buf_6             12         135
clkbuf_1          34         128
dlxtn_1         1024       15400
mux2_2            23         259
mux2i_1           79         791
nand2_1          199         747
nand2b_1          14        87.6
nand3_1           36         180
nand4_1          112         701
nor2_1           141         529
nor2_2            31         194
nor2_4            16         180
nor2b_1           24         150
nor3_1            54         270
nor4_1            32         200
o21ai_0           41         205
o22a_1            12         105
o32a_1            12         120
==> cell type report <==
| cell class | instances | area share (%) |
|---|---|---|
| sequential | 1024 | 47.6 |
| tap | 773 | 3.00 |
| inverter | 8 | 0.0930 |
| timing repair buffer | 290 | 7.51 |
| antenna | 57 | 0.442 |
| multi-input combinational | 1919 | 41.3 |
==> through the flow <==
stage                     total power, mW  setup slack, ns
after floorplan                     0.691             4.44
after global placement               1.14             2.00
after detailed placement             1.14             2.03
after CTS                            1.15             2.00
after global routing                 1.23             1.86
final                                1.23             1.64
==> tightest hold or removal path: cells and delay by family <==
| kind | cells | cell delay (ns) |
|---|---|---|
| AOI/OAI and AO/OA | 2 | 0.27 |
| buffers and inverters | 2 | 0.72 |
==> how the worst max path moves through the flow <==
stage                       start       endpoint  slack (ns)  cells past startpoint
finish        direccion_lect_2[3]  datoLect_2[8]        1.64                     10
global route  direccion_lect_2[3]  datoLect_2[8]        1.86                     10
CTS           direccion_lect_2[3]  datoLect_2[8]        2.00                     10
==> layer usage <==
layer  global-route usage, %  up-vias  share of wire [%]
met4                    54.6       44                 12
met2                    81.5     4765                 35
met5                    17.4        -               0.42
li1                        -    12400                  -
met3                    60.2     1997                 22
met1                    75.8    16200                 31
Power is estimated from default activity; no workload was simulated.
