[design/flow/run.sh]
#!/bin/bash
# OpenROAD 26Q1-2900-gdf79404cd8, Yosys 0.63+post, stock flow scripts
make -C /OpenROAD-flow-scripts/flow DESIGN_CONFIG=/design/flow/config.mk WORK_HOME=/design/flow/orfs finish
[design/flow/design.v]
module ALU(
    input wire [31:0] A,
    input wire [31:0] B,
    input wire [3:0] ALU_Sel,
    output reg [31:0] R
);
always@(*) 
	begin
		case (ALU_Sel)
			4'b0000: R = A & B;        				 
			4'b0001: R = A | B;        				 
			4'b0010: R = A + B;       				 
			4'b0110: R = A - B;        				 
			4'b0111: R = (A < B) ? 32'd1 : 32'd0; 	 
			4'b1100: R = ~(A | B);     				 
			default: R = 32'd0;       				 
		endcase
	end
endmodule
[design/flow/config.mk]
export PLATFORM = sky130hd
export DESIGN_NAME = ALU
export DESIGN_NICKNAME = ALU
export VERILOG_FILES = /design/flow/design.v
export SDC_FILE = /design/flow/constraint.sdc
export NUM_CORES = 4
export LEC_CHECK = 1
export CORE_UTILIZATION = 50
[design/flow/constraint.sdc]
current_design ALU

set clk_period 13.3
set clk_io_pct 0.2

create_clock -name clk0 -period $clk_period

set non_clock_inputs [all_inputs -no_clocks]
set_input_delay [expr $clk_period * $clk_io_pct] -clock clk0 $non_clock_inputs
set_output_delay [expr $clk_period * $clk_io_pct] -clock clk0 [all_outputs]
==> impl_metrics.env <==
# physical design summary
export IMPL_grt_ovfl_total=0
export IMPL_maxCapViolCount=0
export IMPL_hold_buffers=0
export IMPL_grt_max_degree=59
export IMPL_period_used=0.677
export IMPL_cp_required_ps=10640
export IMPL_clkbuf_count=0
export IMPL_slowest_delay_ps=510
export IMPL_dp_hpwl_um=10900
export IMPL_drt_iter0_drc=322
export IMPL_cp_start_kind="primary input"
export IMPL_routedWlPerCell_um=15.4
export IMPL_final_cells=877
export IMPL_cp_end_kind="output pin"
export IMPL_grt_pass1_vias=4689
export IMPL_warnings=102
export IMPL_leakage_nw=2.61
export IMPL_crit_type="primary input to output pin"
export IMPL_via_per_inst=5.94
export IMPL_area_growth_pct=22.5
export IMPL_slew_limit_headroom=0.604
export IMPL_ys_chip_area_um2=4630
export IMPL_synth_cell_types=67
export IMPL_drc=0
export IMPL_crit_family="AND-OR/OR-AND gates"
export IMPL_synth_area_um2=4630
export IMPL_min_path_cells=5
export IMPL_tightest_slew_ps=593
export IMPL_die_y_um=98.2
export IMPL_postRouteAntennaNets=0
export IMPL_cp_depth=15
export IMPL_grt_pass1_wl_um=22500
export IMPL_worst_slack_ps=4300
export IMPL_dr_total_vias=5210
export IMPL_avgSynthCellArea_um2=6.61
export IMPL_synth_stat_cells=700
export IMPL_antenna_found_initial=0
export IMPL_die_x_um=98.2
export IMPL_post_cts_resized=0
export IMPL_slew_viol_final=0
export IMPL_final_layout_size_suffix_gt1_frac=0.0390
export IMPL_hp_class="primary input to output pin"
export IMPL_ir_worst_vdd_uv=20.2
export IMPL_ys_seq_frac=0
export IMPL_utilization=0.641
export IMPL_dieArea_um2=9650
export IMPL_dp_cells=877
export IMPL_cp_arrival_ps=6340
export IMPL_fp_util=0.523
export IMPL_std_cell_rows=34
export IMPL_setup_viol=0
export IMPL_wirelength_um=13500
export IMPL_coreArea_um2=8850
export IMPL_cts_setup_buffers=0
export IMPL_grt_usage=0.282
export IMPL_max_freq_mhz=111
export IMPL_rsz0062_at_grt="no"
export IMPL_status="completed"
export IMPL_fin_tns_setup_ps=0
export IMPL_seq_cells=0
export IMPL_ys_warn_count=1
export IMPL_finalHoldViolations=0
export IMPL_ios=100
export IMPL_io_buffer_count=100
export IMPL_gp_congestion=0.956
export IMPL_powerDensity_nw_per_um2=38.0
export IMPL_seq_area_um2=0
export IMPL_first_pass_iters=7
export IMPL_crit_slowest_cell="clkdlybuf4s50_1"
export IMPL_fin_crit_ps=9000
export IMPL_diodes=0
export IMPL_worstPathCellList="clkdlybuf4s50_1 -> ha_1 -> inv_1 -> fa_1 -> nand2b_1 -> a21oi_1 -> nor4_1 -> o21ai_1 -> a31oi_1 -> o31ai_1 -> a211o_1 -> nand3_1 -> xor2_1 -> o21ai_1 -> clkdlybuf4s50_1"
export IMPL_p_total_mw=0.216
export IMPL_place_ws_ps=4350
export IMPL_critPathBufInv=3
export IMPL_cp_max_fo=4
export IMPL_syn_inst=700
## cell usage in the layout (no fill, tap or decap), types with 5 or more instances in the layout
master and count:
nand4_1 9, o31ai_1 7, o21ai_0 52, inv_1 89
or3_1 6, buf_4 7, nor4_1 6, o21bai_1 5
o21ai_1 17, and2_1 5, o211ai_1 7, nor3_1 11
a21o_1 6, clkdlybuf4s50_1 99, nand3_1 11, ha_1 101
nor2_1 80, nand2_1 37, a21oi_1 62, a221oi_1 28
xnor2_1 27, nand2b_1 11
## per-layer routing
metal | vias to the layer above | global-route usage | part of all wire
met3 | 14 | 0.0131 | 0.051
li1 | 2645 | - | -
met1 | 2375 | 0.416 | 0.49
met4 | 0 | 0.0321 | 0.010
met2 | 176 | 0.470 | 0.45
met5 | - | 0 | 0
## cells in the mapped netlist, types with 4 or more instances
cell,count,share of area
a211oi_1,4,0.0065
a21o_1,6,0.0097
a21oi_1,62,0.067
a221oi_1,28,0.053
and2_1,5,0.0068
buf_2,9,0.0097
clkbuf_1,26,0.021
ha_1,101,0.27
inv_1,89,0.072
inv_2,4,0.0032
nand2_1,37,0.030
nand2b_1,11,0.015
nand3_1,11,0.012
nand4_1,9,0.012
nor2_1,80,0.065
nor2b_1,4,0.0054
nor3_1,12,0.013
nor4_1,7,0.0095
o211ai_1,7,0.011
o21ai_0,52,0.056
o21ai_1,17,0.018
o21bai_1,5,0.0081
o31ai_1,7,0.011
or3_1,6,0.0081
or4_1,4,0.0065
xnor2_1,27,0.051
xor2_1,4,0.0076
## metrics by stage
stage,hold slack [ps],area [um2]
global placement,6340,5670
detailed placement,6330,5670
global route,6390,5670
CTS,6330,5670
floorplan,5400,4630
finish,6330,5670
## worst paths after layout
check  startpoint     to  slack [ps]
min    ALU_Sel[2]   R[0]        6330
max          B[0]  R[30]        4300
## area by class of cell
| type | count | area (um2) |
|---|---|---|
| fillers | 805 | 3180 |
| inverters | 93 | 349 |
| multi-input cells | 569 | 4140 |
| well taps | 108 | 135 |
| repair buffers | 107 | 1050 |
## logic make-up (layout without fill, tap and decap cells)
group / after synthesis / count (layout) / share of synthesized area
AND-OR/OR-AND: 238 / 238 / 0.349
AND/OR/NAND/NOR: 194 / 194 / 0.196
buffers and inverters: 131 / 200 / 0.109
adder cells (fa/ha/maj): 103 / 103 / 0.282
XOR/XNOR: 31 / 31 / 0.0586
multiplexers: 3 / 3 / 0.00649
## report_power, final
group / internal (mW) / switching (mW) / total [mW]
Clock: 0 / 0 / 0
Combinational: 0.0986 / 0.117 / 0.216
Sequential: 0 / 0 / 0
