$ cat flow/config.mk
export PLATFORM = sky130hd
export DESIGN_NAME = buffer
export DESIGN_NICKNAME = buffer
export VERILOG_FILES = /design/flow/design.v
export SDC_FILE = /design/flow/constraint.sdc
export NUM_CORES = 4
export LEC_CHECK = 1
export CORE_AREA = 10 10 118 118
export DIE_AREA = 0 0 128 128
$ cat flow/constraint.sdc
current_design buffer

set clk_period 1.0
set clk_io_pct 0.2

create_clock -name clk0 -period $clk_period [get_ports {clk}]

set non_clock_inputs [all_inputs -no_clocks]
set_input_delay [expr $clk_period * $clk_io_pct] -clock clk0 $non_clock_inputs
set_output_delay [expr $clk_period * $clk_io_pct] -clock clk0 [all_outputs]
$ cat flow/design.v
module buffer(
	input  wire[31:0]entrada1,
	input  wire[31:0]entrada2,
	input  wire[31:0]entrada3,
	input  wire           clk,
	output reg [31:0] salida1,
	output reg [31:0] salida2,
	output reg [31:0] salida3
);
always@(posedge clk)
	begin
	salida1 = entrada1;
	salida2 = entrada2;
	salida3 = entrada3;
end
endmodule
$ cat flow/run.sh
#!/bin/bash
# OpenROAD 26Q1-2900-gdf79404cd8, Yosys 0.63+post, stock flow scripts
make -C /OpenROAD-flow-scripts/flow DESIGN_CONFIG=/design/flow/config.mk WORK_HOME=/design/flow/orfs finish
==> impl_metrics.json <==
{
  "run_status": "finished clean",
  "post_layout_nonfiller_instances": 447,
  "antennaDiodeCount": 0,
  "fraction_of_final_layout_cells_sized_beyond_drive_strength_1_pct": 40.8,
  "finish_stage_setup_viols": 0,
  "path_delay_family": "flip-flops",
  "post-cts-setup-buffers": 0,
  "timing.critical_path.from_type": "flip-flop",
  "crit_path_end_kind": "output pin",
  "timing.critical_path.required_ps": 800,
  "logic_gate_count": 0,
  "yosysWarnings": 1,
  "area_leaders": "sky130_fd_sc_hd__dfxtp_1 100%",
  "drc": 0,
  "portBuffers": 192,
  "dieArea_mm2": 0.0164,
  "multiInputGateArea_um2": 0,
  "hold_viol": 0,
  "timing.critical_path.slowest_stage_cell": "sky130_fd_sc_hd__dfxtp_2",
  "detail-route-antenna-nets": 0,
  "report.final.slew_viol_count": 0,
  "cp.arrival_ps": 770,
  "place.gp.congestion": 0.740,
  "tritoncts_buffer_count": 9,
  "cts_root_buffer": "sky130_fd_sc_hd__clkbuf_16",
  "detail_route.iter0.violations": 8,
  "dpl.hpwl_um": 5360,
  "avgSynthCellArea_um2": 20.0,
  "worst-slew-pin-transition_ps": 111,
  "core_area_mm2": 0.0114,
  "finalCritPeriodShare_pct": 96.6,
  "dpl.cell_count": 431,
  "postSynthSeqShare_pct": 100,
  "layout_min_cycle_time_ps": 966,
  "fin_worst_hold_slack_ps": 292,
  "post_cts_resized": 308,
  "clock-sinks": 96,
  "tool_warnings": 27,
  "synthesis.instances": 96,
  "worst-setup-path-type": "flip-flop to output pin",
  "pin_count_of_the_biggest_net_entering_global_routing": 16,
  "cp_max_fo": 1,
  "yosys_area_mm2": 0.00192,
  "flops_after_synth": 96,
  "grt_pass1_vias": 1613,
  "crit_chain": "buf_2",
  "core_rows": 39,
  "layout.cells.most_common": "sky130_fd_sc_hd__clkdlybuf4s50_1",
  "power_density_mw_per_mm2": 2210,
  "yosysCellCount": 96,
  "worst_min_delay_path_category": "input pin to flip-flop",
  "track_usage_pct": 7.51,
  "grt_setup_unrepaired": "yes",
  "floorplan.die.width_um": 128,
  "tritoncts_clock_tree": "built",
  "cts.path.max_buffers": 2,
  "grt_antenna_before_repair": 2,
  "maxCapViolCount": 0,
  "gr-total-overflow": 0,
  "most-common-layout-cells": "96 x sky130_fd_sc_hd__clkdlybuf4s50_1, 90 x sky130_fd_sc_hd__buf_2, 84 x sky130_fd_sc_hd__dfxtp_1, 12 x sky130_fd_sc_hd__dfxtp_2, 9 x sky130_fd_sc_hd__clkbuf_16",
  "mappedNetlistArea_mm2": 0.00192,
  "postCtsHoldBufs": 0,
  "max-vdd-ir-drop_mv": 1.38,
  "drt_pass1_iterations": 4,
  "netlist.area_leader.share_pct": 100,
  "floorplan.core_util_pct": 16.8,
  "num_vias": 1459,
  "p_leak_nw": 1.76,
  "critical_path.n_buffers_inverters": 1,
  "top_level_ports": 193,
  "clock_tree.htree_level_count": 3,
  "post_synth_top_area_cell": "sky130_fd_sc_hd__dfxtp_1",
  "total_power_mw": 8.74,
  "max_stage_delay_ps": 320,
  "synth.distinct_cells": 1,
  "detail_route.wl_per_cell_um": 14.5,
  "die_h_um": 128,
  "wirelength_um": 6470,
  "route.detailed.vias_per_inst": 3.26,
  "max_slew_margin_pct": 92.6,
  "max_freq_mhz": 1040,
  "grt_first_pass_wirelength_um": 9340,
  "area.growth.synth_to_final_pct": 106,
  "path_clk_slew_ps": 60
}
## layer usage
metal	vias up	wire length (um)	part of all wire [%]	GRT usage, %
met3	12	1080	17	6.29
met1	638	2250	35	7.62
met4	4	115	1.8	1.39
met2	105	2980	46	11.8
met5	-	32	0.49	0
li1	700	-	-	-
## power by group
group	switching, mW	internal (mW)	leakage (nW)	total (mW)
Sequential	0.0430	4.03	0.810	4.08
Combinational	0.0842	0.460	0.766	0.544
Clock	1.37	2.75	0.182	4.12
## sequential cells by signal (all words and copies together) (netlist names)
signal and count:
salida2 32, salida3 32, salida1 32
## synthesized netlist by cell type
| master | number |
|---|---|
| sky130_fd_sc_hd__dfxtp_1 | 96 |
## layout make-up
class / count / area, um2
tap: 143 / 179
fill: 1165 / 7450
clock buffer: 10 / 239
timing repair buffer: 192 / 1480
sequential: 96 / 1940
clock inverter: 6 / 130
## worst paths after layout
| check | cells past startpoint | slack, ps | end | start |
|---|---|---|---|---|
| worst max-delay path | 1 | 30 | salida3[25] | salida3[25] |
| worst min-delay path | 1 | 290 | salida1[15] | entrada1[15] |
## per-stage QoR
stage / TNS, ps / util (%) / instance area [um2] / setup slack, ps
floorplan: 0 / - / 1920 / 538
global placement: -95.4 / 35.2 / 4020 / -36.0
detailed placement: -93.2 / 35.2 / 4020 / -43.6
CTS: -1.25 / 34.4 / 3930 / -1.25
global route: -72.5 / 34.7 / 3960 / -14.9
finish: 0 / 34.7 / 3960 / 33.9
## cell families (layout without fill, tap and decap cells)
group	after synthesis	count (layout)	synth area share [%]
buffers and inverters	0	208	0
flip-flops	96	96	100
Power and IR drop assume default switching activity.
